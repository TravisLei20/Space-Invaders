**./run.sh**
```bash
#!/bin/bash
# OpenROAD 26Q1-2900-gdf79404cd8, Yosys 0.63+post, stock flow scripts
make -C /OpenROAD-flow-scripts/flow DESIGN_CONFIG=/design/flow/config.mk WORK_HOME=/design/flow/orfs finish
```
**./config.mk**
```make
export PLATFORM = sky130hd
export DESIGN_NAME = pit
export DESIGN_NICKNAME = pit
export VERILOG_FILES = /design/flow/design.v
export SDC_FILE = /design/flow/constraint.sdc
export NUM_CORES = 4
export LEC_CHECK = 1
export CORE_UTILIZATION = 30
```
**./constraint.sdc**
```tcl
current_design pit

set clk_period 10.0
set clk_io_pct 0.2

create_clock -name clk0 -period $clk_period [get_ports {s_axi_aclk}]

set non_clock_inputs [all_inputs -no_clocks]
set_input_delay [expr $clk_period * $clk_io_pct] -clock clk0 $non_clock_inputs
set_output_delay [expr $clk_period * $clk_io_pct] -clock clk0 [all_outputs]
```
**./design.v**
```verilog
`timescale 1 ns / 1 ps
`default_nettype wire
module pit_sv #(
    parameter integer C_S_AXI_ADDR_WIDTH = 4
)
(
    input logic                             s_axi_aclk,
    input logic                             s_axi_aresetn,
    input logic                             s_axi_awvalid,
    output logic                            s_axi_awready,
    input logic [C_S_AXI_ADDR_WIDTH-1:0]    s_axi_awaddr,
    input logic [2:0]                       s_axi_awprot,  
    input logic                             s_axi_wvalid,
    output logic                            s_axi_wready,
    input logic [31:0]                      s_axi_wdata,
    input logic [3:0]                       s_axi_wstrb,  
    output logic                            s_axi_bvalid,
    input logic                             s_axi_bready,
    output logic [1:0]                      s_axi_bresp,
    input logic                             s_axi_arvalid,
    output logic                            s_axi_arready,
    input logic [C_S_AXI_ADDR_WIDTH-1:0]    s_axi_araddr,
    input logic [2:0]                       s_axi_arprot,  
    output logic [31:0]                     s_axi_rdata,
    output logic [1:0]                      s_axi_rresp,
    output logic                            s_axi_rvalid,
    input logic                             s_axi_rready,
    output logic                            irq
);
typedef enum logic [1:0] {
    WAIT,
    WRITE,
    READ,
    RESPONSE
} state_t;
state_t write_state;
state_t read_state;
bit int_en;
bit counter_en;
bit counter_set;
logic [31:0] ctrl_reg;
logic [31:0] delay_reg;
logic [31:0] counter;
logic [C_S_AXI_ADDR_WIDTH-1:0] addr;
logic [C_S_AXI_ADDR_WIDTH-1:0] read_addr;
localparam OKAY = 2'd0;
assign s_axi_rresp = OKAY;
assign s_axi_bresp = OKAY;
always_ff @(posedge s_axi_aclk) begin
    if (!s_axi_aresetn) begin
        s_axi_awready <= 1'b0;
        s_axi_wready <= 1'b0;
        s_axi_bvalid <= 1'b0;
        delay_reg <= 32'hf;
        counter_set <= 1'b0;
        write_state <= WAIT;
    end
    else
        case(write_state)
            WAIT: begin
                s_axi_bvalid <= 1'b0;
                if (s_axi_awvalid) begin
                    s_axi_awready <= 1'b1;
                    addr <= s_axi_awaddr;
                    write_state <= WRITE;
                end
                else begin
                    write_state <= WAIT;
                end
            end
            WRITE: begin
                s_axi_wready <= 1'b1;
                s_axi_awready <= 1'b0;
                if (s_axi_wvalid) begin
                    if (addr == 4'h0) begin
                        ctrl_reg <= s_axi_wdata;
                    end
                    else if (addr == 4'h4) begin
                        delay_reg <= s_axi_wdata;
                        counter_set <= 1'b1;
                    end
                    s_axi_wready <= 1'b0;
                    write_state <= RESPONSE;
                end
                else begin
                    write_state <= WRITE;
                end
            end
            RESPONSE: begin
                s_axi_bvalid <= 1'b1;
                if (s_axi_bready) begin
                    counter_set <= 1'b0;
                    write_state <= WAIT;
                end
                else begin
                    write_state <= RESPONSE;
                end
            end
            default: begin
                write_state <= WAIT;
                delay_reg <= 32'hf;
            end
        endcase
end
always_ff @(posedge s_axi_aclk) begin
    if (!s_axi_aresetn) begin
        s_axi_arready <= 1'b0;
        s_axi_rvalid <= 1'b0;
        read_state <= WAIT;
    end
    else
        case(read_state)
            WAIT: begin
            if (s_axi_arvalid) begin
                s_axi_arready <= 1'b1;
                read_addr <= s_axi_araddr;
                read_state <= READ;
            end
            else read_state <= WAIT;
            end
            READ: begin
                if (read_addr == 4'h0) begin
                    s_axi_rdata <= ctrl_reg;
                end
                else if (read_addr == 4'h4) begin
                    s_axi_rdata <= delay_reg;
                end
                read_state <= RESPONSE;
            end
            RESPONSE: begin
                if (!s_axi_rvalid) begin
                    s_axi_arready <= 1'b0;
                    s_axi_rvalid <= 1'b1;
                    read_state <= RESPONSE;
                end
                else if (s_axi_rready) begin
                    s_axi_rvalid <= 1'b0;
                    read_state <= WAIT;
                end
                else 
                    read_state <= RESPONSE;
            end
            default: begin
                read_state <= WAIT;
            end
        endcase
end
assign int_en = ctrl_reg[1];
assign counter_en = ctrl_reg[0];
assign irq = (counter == 0) && (int_en);
always_ff @(posedge s_axi_aclk) begin
    if (!s_axi_aresetn || counter_set)
        counter <= delay_reg;
    else if (counter_en && (counter == 0))
        counter <= delay_reg;
    else if (counter_en)
        counter <= counter - 1;
end
endmodule
`timescale 1 ns / 1 ps
module pit #(
    parameter integer C_S_AXI_ADDR_WIDTH = 4
)
(
    input wire                              s_axi_aclk,
    input wire                              s_axi_aresetn,
    input wire                              s_axi_awvalid,
    output wire                             s_axi_awready,
    input wire [C_S_AXI_ADDR_WIDTH-1:0]     s_axi_awaddr,
    input wire [2:0]                        s_axi_awprot,
    input wire                              s_axi_wvalid,
    output wire                             s_axi_wready,
    input wire [31:0]                       s_axi_wdata,
    input wire [3:0]                        s_axi_wstrb,
    output wire                             s_axi_bvalid,
    input wire                              s_axi_bready,
    output wire [1:0]                       s_axi_bresp,
    input wire                              s_axi_arvalid,
    output wire                             s_axi_arready,
    input wire [C_S_AXI_ADDR_WIDTH-1:0]     s_axi_araddr,
    input wire [2:0]                        s_axi_arprot,
    output wire [31:0]                      s_axi_rdata,
    output wire [1:0]                       s_axi_rresp,
    output wire                             s_axi_rvalid,
    input wire                              s_axi_rready,
    output wire                             irq
);
	pit_sv 
        #(.C_S_AXI_ADDR_WIDTH(C_S_AXI_ADDR_WIDTH))
    pit_sv_inst (    
    .s_axi_aclk(s_axi_aclk),
    .s_axi_aresetn(s_axi_aresetn),
    .s_axi_awvalid(s_axi_awvalid),
    .s_axi_awready(s_axi_awready),
    .s_axi_awaddr(s_axi_awaddr),
    .s_axi_awprot(s_axi_awprot),
    .s_axi_wvalid(s_axi_wvalid),
    .s_axi_wready(s_axi_wready),
    .s_axi_wdata(s_axi_wdata),
    .s_axi_wstrb(s_axi_wstrb),
    .s_axi_bvalid(s_axi_bvalid),
    .s_axi_bready(s_axi_bready),
    .s_axi_bresp(s_axi_bresp),
    .s_axi_arvalid(s_axi_arvalid),
    .s_axi_arready(s_axi_arready),
    .s_axi_araddr(s_axi_araddr),
    .s_axi_arprot(s_axi_arprot),
    .s_axi_rdata(s_axi_rdata),
    .s_axi_rresp(s_axi_rresp),
    .s_axi_rvalid(s_axi_rvalid),
    .s_axi_rready(s_axi_rready),
    .irq(irq)
	);
endmodule
```
==> flow_summary.json <==
{
  "post_cts_resized": 0,
  "ys_seq_elements": 148,
  "fin_skew_ns": 0.008449,
  "wl_met3_um": 824,
  "critPathTopFamily": "simple AND/OR/NAND/NOR gates",
  "fill_cells": 1986,
  "yosys.stat.chipArea_mm2": 0.006400,
  "critical_path.endpoint_type": "output pin",
  "cp-startpoint": "pit_sv_inst.counter[9]",
  "crit_required_ns": 8.00,
  "antenna_left": 0,
  "worstPathCellList": "nor4_1, nand4_1, nor2_4, and4_2, clkdlybuf4s50_1",
  "vdd.ir_drop.worst_uv": 118.8,
  "p_switching_uw": 331.9,
  "tns_ns": 0,
  "grt_pass1_wl_um": 21420,
  "r2r-start": "pit_sv_inst.counter[2]",
  "crit_path_top_delay_cell": "nor4_1",
  "p_clk_frac": 0.432,
  "fin_cells": 858,
  "cts_inserted_buffers": 17,
  "slew_viol_final": 0,
  "critPathMaxStageDelay_ns": 0.72,
  "clk_pin_slew_ns": 0.06,
  "first_pass_iters": 4,
  "path_max_fanout": 6,
  "htree_levels": 4,
  "die_w_um": 148.1,
  "edf_count": 104,
  "power.density_mw_per_mm2": 178.2,
  "grt_max_degree": 49,
  "fin_crit_ns": 4.851,
  "grt_util_all_layers": 0.1303,
  "via_count": 3993,
  "top_layer_used": "met4",
  "yosys_cells": 479,
  "r2r-end": "pit_sv_inst.counter[29]",
  "drt_iter0_markers": 206,
  "crit_end": "irq",
  "cts.sinks": 148,
  "die_y_um": 148.1,
  "rrSetupSlack_ns": 7.24,
  "async_flop_share": 0,
  "postCtsSetupBuffers": 0,
  "routabilityCongestion": 0.8035,
  "wirelength_um": 13160,
  "critPathArrivalTime_ns": 2.85,
  "dp_hpwl_um": 8116,
  "synth_cell_type_count": 48,
  "swShare": 0.2289,
  "worst_pin_slew_ns": 0.8980,
  "coreArea_mm2": 0.02096,
  "ff_type": "edfxtp_1",
  "dieArea_mm2": 0.02192,
  "port-buffer-count": 84,
  "combPwrFrac": 0.084,
  "postSynthAreaPerCell_um2": 13.36,
  "clock_tree.buffer_depth": 2,
  "n_antenna_cell": 0,
  "wl_met2_um": 5739,
  "clk_latency_ns": 0.42,
  "route.detailed.drc": 0,
  "fin_total_pwr_mw": 1.450,
  "hold_path.class": "flip-flop to flip-flop",
  "clockRootBuffer": "clkbuf_16",
  "fmaxAchievable_mhz": 206.1,
  "worstSetupPathType": "flip-flop to output pin",
  "hold_viol_final": 0,
  "first_global_vias": 3962,
  "grt-ovfl-total": 0,
  "dp.cells": 826,
  "cts_tree": "done",
  "routedWlPerCell_um": 15.34,
  "status": "finished, final reports clean",
  "ys_warn_count": 1,
  "wl_met1_um": 6401,
  "area_growth_pct": 27.12,
  "finalSetupViolCount": 0,
  "ys_seq_frac": 0.6256,
  "layout_setup_ws_ns": 5.149,
  "routed_via_density": 4.654,
  "start_kind": "flip-flop",
  "antenna_found_initial": 0,
  "cap_violations": 0,
  "post-route-util": 0.3882,
  "crit_cells": 5,
  "drive_above_1_share": 0.1887,
  "total_leakage_power_nw": 2.860,
  "reg2regPathDepth": 5,
  "hold_buffers": 0,
  "slew_headroom": 0.3958,
  "syn_inst": 479,
  "pin_count": 99,
  "core_util_floorplan": 0.3054,
  "pre_cts_slack_ns": 5.502,
  "crit_buf_inv": 1,
  "synth_area_mm2": 0.006400,
  "row_count": 53,
  "warnings": 35,
  "rsz0062_at_grt": "no",
  "finalCritPeriodShare": 0.4851,
  "internal_power_mw": 1.118,
  "seqPwrFrac": 0.484
}
[through the flow]
step                      instance area, um2  hold slack (ns)
final                                   8135           0.4773
after floorplan                         6411           0.4408
after detailed placement                7557           0.4739
after CTS                               8135           0.4826
after global placement                  7557           0.4634
after global routing                    8135           0.4894
[cells by family (layout without fill, tap and decap cells)]
logic type,count (synthesis),count (layout),share of synthesized area
and+or+nand+nor,156,156,0.1273
DFF,148,148,0.6256
muxes,60,60,0.1204
AOI/OAI and AO/OA,53,53,0.06061
buffers and inverters,32,133,0.02522
xor gates and xnor gates,28,28,0.03832
adders and majority gates,1,1,0.001955
other,1,4,0.0005859
[final cells by class]
type	count	area, um2	area share
clock buffers	19	442.9	0.05444
inverters	6	22.52	0.002768
clock inverters	13	135.1	0.01661
multi-input cells	302	2263	0.2782
repair buffers	95	923.4	0.1135
well taps	275	344.1	0.04229
flip-flops and latches	148	4004	0.4922
[worst min-delay path by stage]
| stage | start | endpoint | slack (ns) | depth (start not counted) |
|---|---|---|---|---|
| 5_1_grt | pit_sv_inst.delay_reg[21] | pit_sv_inst.delay_reg[21] | 0.49 | 2 |
| 6_report | pit_sv_inst.delay_reg[21] | pit_sv_inst.delay_reg[21] | 0.48 | 2 |
| 4_1_cts | pit_sv_inst.delay_reg[21] | pit_sv_inst.delay_reg[21] | 0.48 | 2 |
[power groups by stage]
stage | registers (mW) | clock network [mW] | logic (mW)
4_1_cts | 0.701 | 0.640 | 0.124
5_1_grt | 0.705 | 0.667 | 0.135
6_report | 0.702 | 0.626 | 0.122
[worst reg2reg max path, cell delays in order, from the launching register on]
cell and delay (ns):
edfxtp_1 0.45, nor4_1 0.81, nand4_1 0.50, nor4_1 0.38, xor2_1 0.11, mux2_4 0.27
[per-layer routing]
layer  vias to the layer above  track usage
li1                       1950            -
met1                      1923       0.2067
met2                       102       0.1890
met3                        18      0.04006
met4                         0      0.01701
met5                         -            0
[layout by cell type, fill, tap and decap left out, types with 6 or more instances in the layout]
cell and n:
a21boi_0 22, a21boi_1 7, buf_4 11, clkbuf_16 17, clkdlybuf4s50_1 84, dfxtp_1 44
edfxtp_1 104, inv_1 6, mux2_2 32, mux2_4 26, nand2_1 46, nand2b_1 8
nand3_1 36, nor2_1 11, nor3_1 11, nor4_1 9, o21ai_0 8, xnor2_1 11
xor2_1 17
[cells in the mapped netlist (7+ instances only)]
cell type | instances | area (um2)
mux2_2 | 32 | 360.4
xnor2_1 | 11 | 96.34
nand3_1 | 36 | 180.2
nor2_1 | 11 | 41.29
mux2_4 | 26 | 390.4
o21ai_0 | 8 | 40.04
a21boi_1 | 7 | 52.55
edfxtp_1 | 104 | 3123
dfxtp_1 | 44 | 880.8
a21boi_0 | 22 | 165.2
xor2_1 | 17 | 148.9
nor4_1 | 11 | 68.82
nand2_1 | 46 | 172.7
nor3_1 | 12 | 60.06
clkbuf_1 | 16 | 60.06
nand2b_1 | 8 | 50.05
